===== flow/constraint.sdc =====
current_design DataPath

set clk_period 3.8
set clk_io_pct 0.2

create_clock -name clk0 -period $clk_period [get_ports {clk}]

set non_clock_inputs [all_inputs -no_clocks]
set_input_delay [expr $clk_period * $clk_io_pct] -clock clk0 $non_clock_inputs
set_output_delay [expr $clk_period * $clk_io_pct] -clock clk0 [all_outputs]

===== flow/design.v =====
`timescale 1ns / 1ps
module ProgramCounter(nextPc, clk, pc);
    input [31:0] nextPc;
    input clk;
    output reg [31:0] pc;
    initial
    begin
        pc = 32'd100;
    end
    always @(posedge clk)
    begin
        pc <= nextPc;
    end
endmodule
module InstructionMemory(pc, instOut);
    input [31:0] pc;
    output reg [31:0] instOut;
    reg [31:0] memory [0:63];
    initial
    begin
        memory[25] = {6'b100011, 5'b00001,5'b00010,16'b0000000000000000}; 
        memory[26] = {6'b100011, 5'b00001,5'b00011,16'b0000000000000100}; 
    end
    always @(*)
    begin
        instOut = memory[pc[7:2]];
    end
endmodule
module PcAdder(pc, nextPc);
    input [31:0] pc;
    output reg [31:0] nextPc;
    always @(*)
    begin
        nextPc = pc + 32'h4;
    end
endmodule
module ifidPipelineRegister(instOut, clk, dinstOut);
    input [31:0] instOut;
    input clk;
    output reg [31:0] dinstOut;
    always @ (posedge clk)
    begin
        dinstOut <= instOut;
    end
endmodule
module ControlUnit(op, func, wreg, m2reg, wmem, aluc, aluimm, regrt);
    input [5:0] op;  
    input [5:0] func;  
    output reg wreg;
    output reg m2reg;
    output reg wmem;
    output reg [3:0] aluc;
    output reg aluimm;
    output reg regrt;
    always @(*) 
    begin
        case (op)
            6'b000000:
            begin
                case (func)
                    6'b100000:
                    begin
                        wreg <= 1'b1;
                        m2reg <= 1'b0;
                        wmem <= 1'b0;
                        aluc <= 4'b0010;
                        aluimm <= 1'b0;
                        regrt <= 1'b1;
                    end
                    default:
                    begin
                        wreg <= 1'b0;
                        m2reg <= 1'b0;
                        wmem <= 1'b0;
                        aluc <= 4'b0000;
                        aluimm <= 1'b0;
                        regrt <= 1'b0;
                    end
                endcase
            end
            6'b100011:
            begin
                wreg <= 1'b1;
                m2reg <= 1'b1;
                wmem <= 1'b0;
                aluc <= 4'b0010;
                aluimm <= 1'b1;
                regrt <= 1'b1;
            end
            default:
            begin
                wreg <= 1'b0;
                m2reg <= 1'b0;
                wmem <= 1'b0;
                aluc <= 4'b0000;
                aluimm <= 1'b0;
                regrt <= 1'b0;
            end
        endcase
     end    
endmodule
module RegrtMultiplexer(rt, rd, regrt, destReg);
    input [4:0] rt;  
    input [4:0] rd;  
    input regrt;
    output reg [4:0] destReg;
    always @(*) 
    begin
        case(regrt)
            1'b0:
                begin
                   destReg = rd; 
                end
            1'b1:
                begin
                    destReg = rt;
                end
        endcase
    end
endmodule
module RegisterFile(rs,rt,qa,qb);
    input [4:0] rs;
    input [4:0] rt; 
    output reg [31:0] qa;
    output reg [31:0] qb;
    reg [31:0] registers [0:31];
    integer i;
    initial 
    begin
        for (i = 0; i <= 31; i = i + 1) 
        begin
            registers[i] = 0;
        end
    end
    always @(*) 
    begin
        qa = registers[rs];
        qb = registers[rt];
    end
endmodule
module ImmExtender(imm, imm32);
    input [15:0] imm;  
    output reg [31:0] imm32;
    always @(*)
    begin
        imm32[31:0] = {{16{imm[15]}},{imm[15:0]}};
    end
endmodule
module IDEXEPipelineRegister(wreg, m2reg, wmem, aluc, aluimm, destReg, qa, qb, imm32, clk,
    ewreg, em2reg, ewmem, ealuc, ealuimm, edestReg, eqa, eqb, eimm32);
    input wreg;
    input m2reg;
    input wmem;
    input [3:0] aluc;
    input aluimm;
    input [4:0] destReg;
    input [31:0] qa;
    input [31:0] qb;
    input [31:0] imm32;
    input clk;
    output reg ewreg;
    output reg em2reg;
    output reg ewmem;
    output reg [3:0] ealuc;
    output reg ealuimm;
    output reg [4:0] edestReg;
    output reg [31:0] eqa;
    output reg [31:0] eqb;
    output reg [31:0] eimm32;
    always @ (posedge clk)
    begin
        ewreg <= wreg;
        em2reg <= m2reg;
        ewmem <= wmem;
        ealuc <= aluc;
        ealuimm <= aluimm;
        edestReg <= destReg;
        eqa <= qa;
        eqb <= qb;
        eimm32 <= imm32;
    end
endmodule
module DataPath(clk, pc, dinstOut, ewreg, em2reg, ewmem, ealuc, ealuimm, edestReg, eqa, eqb, eimm32);
    input clk;
    output wire [31:0] pc;
    output wire [31:0] dinstOut;
    output wire ewreg;
    output wire em2reg;
    output wire ewmem;
    output wire [3:0] ealuc;
    output wire ealuimm;
    output wire [4:0] edestReg;
    output wire [31:0] eqa;
    output wire [31:0] eqb;
    output wire [31:0] eimm32;
    wire[31:0] nextPc;
    wire[31:0] instOut;
    wire wreg;
    wire m2reg;
    wire wmem;
    wire[3:0] aluc;
    wire aluimm;
    wire regrt;
    wire[4:0] destReg;
    wire[31:0] qa;
    wire[31:0] qb;
    wire[31:0] imm32;
    ProgramCounter programCounter(nextPc, clk, pc);
    InstructionMemory instructionMemory(pc, instOut);
    PcAdder pcAdder(pc, nextPc);
    ifidPipelineRegister ifid(instOut, clk, dinstOut);
    ControlUnit controlUnit(dinstOut[31:26], dinstOut[5:0], wreg, m2reg, wmem, aluc, aluimm, regrt);
    RegrtMultiplexer regRTMux(dinstOut[20:16], dinstOut[15:11], regrt, destReg);
    RegisterFile registerFile(dinstOut[25:21],dinstOut[20:16],qa,qb);
    ImmExtender immExtender(dinstOut[15:0], imm32);
    IDEXEPipelineRegister IDEXE(wreg, m2reg, wmem, aluc, aluimm, destReg, qa, qb, imm32, clk,
        ewreg, em2reg, ewmem, ealuc, ealuimm, edestReg, eqa, eqb, eimm32);   
endmodule

===== flow/run.sh =====
#!/bin/bash
# OpenROAD 26Q1-2900-gdf79404cd8, Yosys 0.63+post, stock flow scripts
make -C /OpenROAD-flow-scripts/flow DESIGN_CONFIG=/design/flow/config.mk WORK_HOME=/design/flow/orfs finish

===== flow/config.mk =====
export PLATFORM = sky130hd
export DESIGN_NAME = DataPath
export DESIGN_NICKNAME = DataPath
export VERILOG_FILES = /design/flow/design.v
export SDC_FILE = /design/flow/constraint.sdc
export NUM_CORES = 4
export LEC_CHECK = 1
export CORE_AREA = 10 10 113 113
export DIE_AREA = 0 0 123 123

==> metrics.cfg <==
[worst_setup_path]
crit_path_launch = programCounter.pc[6]$_DFF_P_
critical_path_buf_inv_count = 1
critical_path.cell_chain = clkdlybuf4s50_1
depth_of_the_most_critical_reg_to_reg_path = 5
worst_setup_path_start_kind = flop
critical-path-slowest-cell = sky130_fd_sc_hd__clkdlybuf4s50_1
worstSetupPathDepth = 1
timing.critical_path.arrival_ns = 1.33
timing.rr.end = programCounter.pc[18]$_DFF_P_
crit_path_leading_delay_family = buffers and inverters
cp-end-kind = output pin
worstSetupPathType = reg -> out
crit-reg2reg-launch = programCounter.pc[2]$_DFF_P_
worstPathMaxFanout = 6
biggest_cell_delay_along_the_critical_path_ns = 0.54
ff2ff_setup_slack_ns = 2.08
critical_path_required_ns = 3.04

[global_routing]
grt_start_max_net_pins = 11
globalRouteTotalUtil = 0.0580
grt_antenna_before_repair = 0
grt_first_pass_wirelength_um = 7150
gr-total-overflow = 0
number_of_global_route_vias_before_repair = 1462

[routing]
top_layer = met4
drtAntennaViolNets = 0
insertedDiodeCount = 0
dr.first_iter.drc_count = 54
finalWirelength_um = 4880
met2_wire_length_um = 2300
vias_per_cell = 3.05
firstDrtPassIters = 4
wl_met1_um = 2000
wire_per_inst_um = 11.3
route.met3.wl_um = 531
routed-via-count = 1313
detail_route.drc_violations = 0

[logic_synthesis]
distinct_cell_type_count_after_synthesis = 20
yosys_area_um2 = 2280
cell_type_with_the_largest_total_area_after_synthesis = sky130_fd_sc_hd__buf_4
syn_inst = 256
synth_warnings = 9
yosys_register_bits = 32
syn_area_um2 = 2280
ys_seq_frac = 0.281
synth_area_per_cell_um2 = 8.90
topCellsByArea = sky130_fd_sc_hd__buf_4 (46%), sky130_fd_sc_hd__dfxtp_1 (28%), sky130_fd_sc_hd__xnor2_1 (8.5%)
yosys-stat-cells = 256
synth_largest_type_area_fraction = 0.465

[clock_tree]
cts.hold.buffers_added = 0
post_cts_resized = 0
htree_levels = 2
cts.path.max_buffers = 2
tritoncts = built
clock-sinks = 32
register_clock_pin_slew_on_the_reported_worst_setup_and_hold_paths_ns = 0.06
cts_inserted_buffers = 5
clock_latency_ns = 0.28
postCtsSetupRepairBufs = 0
cts-root-buf = sky130_fd_sc_hd__clkbuf_8

[sta]
finalMaxSlewViolations = 0
timing_hold_violations_final = 0
fin_ws_ns = 1.71
setup_repair_after_global_routing_missed_its_margin = no
clock-skew-final_ns = 0.00129
period_needed_ns = 2.09
fin_crit_sh = 0.549
finalSetupViolCount = 0
setup_total_negative_slack_ns = 0
timing.fmax_ghz = 0.480

[worst_hold_path]
sink_of_the_worst_hold_path = IDEXE.edestReg[0]$_DFF_P_
hold_path_start = ifid.dinstOut[2]$_DFF_P_
worst_hold_path_type = reg -> reg
worst_hold_path.num_cells = 0

[flow_run]
number_of_logged_tool_warnings = 25
cap_viol_max_count = 0

[floorplanning]
core_region_area_um2 = 10300
row_count = 37
fp-utilization = 0.221
floorplan.die.width_um = 123
io-pin-count = 174
chipArea_um2 = 15100
die.size.y_um = 123

[placed_design]
routabilityCongestion = 0.764
place_hpwl_um = 4200
dp_slack_ns = 2.01
port_buffers = 34

[cells_and_area]
final_layout_top_logic_cells = sky130_fd_sc_hd__conb_1 (139), sky130_fd_sc_hd__clkdlybuf4s50_1 (34), sky130_fd_sc_hd__dfxtp_1 (32)
final_layout_top_logic_cell = sky130_fd_sc_hd__conb_1
flow.area_growth_from_synthesis_pct = 2.47
fillCellCount = 1109
share_of_post_route_cells_with_drive_strength_above_1 = 0.0340

[outcome]
outcome = completed

[power]
power.leakage_nw = 1.01
power.density_nw_per_um2 = 260
peakVddDrop_uv = 116

[cells in the mapped netlist]
cell type / number
sky130_fd_sc_hd__nand3_1: 14
sky130_fd_sc_hd__nor4_1: 1
sky130_fd_sc_hd__and4_1: 2
sky130_fd_sc_hd__inv_1: 2
sky130_fd_sc_hd__nor2_1: 4
sky130_fd_sc_hd__and2_1: 2
sky130_fd_sc_hd__and3_1: 3
sky130_fd_sc_hd__nor4_2: 1
sky130_fd_sc_hd__nand2_1: 8
sky130_fd_sc_hd__nor3b_4: 1
sky130_fd_sc_hd__xor2_1: 6
sky130_fd_sc_hd__buf_4: 141
sky130_fd_sc_hd__conb_1: 2
sky130_fd_sc_hd__nand4_4: 1
sky130_fd_sc_hd__nor3_2: 1
sky130_fd_sc_hd__nor3_1: 2
sky130_fd_sc_hd__xnor2_1: 22
sky130_fd_sc_hd__dfxtp_1: 32
sky130_fd_sc_hd__nand4_1: 10
sky130_fd_sc_hd__ha_1: 1
[routing by layer]
metal / up-vias / GRT usage
met3: 4 / 0.0278
met4: 0 / 0.00801
met2: 102 / 0.0974
li1: 615 / -
met5: - / 0
met1: 592 / 0.0677
[flip-flops by register name (all words and copies together) (netlist names)]
name               flops
programCounter.pc     30
ifid.dinstOut          1
IDEXE.edestReg         1
[stage by stage]
stage / instance area (um2) / util / instances / hold WS [ns] / total power, W
2_1_floorplan: 2790 / - / 393 / 0.332 / 0.000444
3_3_place_gp: 2240 / 0.217 / 422 / 0.380 / 0.000358
3_5_place_dp: 2240 / 0.217 / 422 / 0.390 / 0.000356
4_1_cts: 2330 / 0.226 / 430 / 0.404 / 0.000619
5_1_grt: 2330 / 0.226 / 430 / 0.413 / 0.000641
6_report: 2330 / 0.226 / 430 / 0.389 / 0.000607
[cells by family (layout without fill, tap and decap cells)]
logic type	after synthesis	after routing	share of synthesized area
AND/OR/NAND/NOR	50	50	0.134
XOR/XNOR	28	28	0.108
buffers and inverters	143	44	0.468
other	2	139	0.00330
adder cells (fa/ha/maj)	1	1	0.00549
flip-flops	32	32	0.281
[cell type report]
class                           count  area [um2]  area share
Multi-Input combinational cell    218        1080       0.465
Sequential cell                    32         641       0.275
Timing Repair Buffer               34         340       0.146
Tap cell                          136         170      0.0729
Clock buffer                        8        90.1      0.0386
Inverter                            2        7.51     0.00322
[report_power, final]
| group | leakage, nW | internal, W | total, W | switching [W] |
|---|---|---|---|---|
| combinational | 0.709 | 0 | 0.00000940 | 0.00000940 |
| clock | 0.0455 | 0.000147 | 0.000262 | 0.000114 |
| sequential | 0.258 | 0.000335 | 0.000335 | 0 |
[worst max path at each step]
stage	end	slack (ns)
global route	pc[6]	1.64
CTS	pc[6]	1.69
finish	pc[6]	1.71
Power is estimated from default activity; no workload was simulated.
